==> ./design.v <==
module MC(
    clk,
    rst_n,
    in_valid,
    x_real,
    delta_real,
    delta_img,
    y_real,
    y_img,
    out_valid
);
input clk, rst_n, in_valid;
input signed [15:0] x_real;  
input signed [15:0] delta_real, delta_img;
output wire signed [15:0] y_real, y_img;
output wire out_valid;
integer i;
reg [15:0] delta_real_reg[0:255];
reg [15:0] delta_img_reg[0:255];
reg [7:0] in_cnt;
reg out_valid_fft_delay;
wire clk_fft, rst_n_fft, in_valid_fft, out_valid_fft;
wire signed [15:0] in_xp_real, out_yp_real, out_yp_img;
reg in_valid_ifft, out_valid_ifft;
reg signed [15:0] in_xp_real_ifft, in_xp_img_ifft, out_yp_real_ifft, out_yp_img_ifft;
reg [15:0] multa_real, multb_real;
reg [15:0] multa_img, multb_img;
reg [7:0] mult_cnt;
wire [15:0] mulres_real, mulres_img;
always @(posedge clk) begin
    if (!rst_n) begin
        for (i = 0 ; i < 256 ; i = i +1 ) begin
            delta_real_reg[i] <= 0;
            delta_img_reg[i] <= 0;
        end
    end
    else begin
        if (in_valid) begin
            delta_real_reg[in_cnt] <= delta_real;
            delta_img_reg[in_cnt] <= delta_img;
        end
    end
end
always @(posedge clk) begin
    if (!rst_n) begin
        in_cnt <= 0;
    end
    else begin
        if (in_valid) begin
            in_cnt <= in_cnt + 1;
        end
    end
end
assign clk_fft = clk;
assign rst_n_fft = rst_n;
assign in_valid_fft = in_valid;
assign in_xp_real = x_real;
FFT_256 fft_256(
    .clk(clk_fft),
    .rst_n(rst_n_fft),
    .in_valid(in_valid_fft),
    .x_real(in_xp_real),
    .y_real(out_yp_real),
    .y_img(out_yp_img),
    .out_valid(out_valid_fft)
);
always @(posedge clk) begin
    if (out_valid_fft) begin
        multa_real <= out_yp_real;
        multa_img <= out_yp_img;
    end
    else begin
        multa_real <= 0;
        multa_img <= 0;        
    end
end
always @(posedge clk) begin
    if (out_valid_fft) begin
        multb_real <= delta_real_reg[mult_cnt];
        multb_img <= delta_img_reg[mult_cnt];
    end
    else begin
        multb_real <= 0;
        multb_img <= 0;        
    end
end
always @(posedge clk) begin
    if (!rst_n) begin
        mult_cnt <= 0;
    end
    else begin
        if (out_valid_fft) begin
            mult_cnt <= mult_cnt + 1;
        end
    end
end
MULT mul (    
    .multa_real(multa_real), 
    .multa_img(multa_img),   
    .multb_real(multb_real), 
    .multb_img(multb_img),   
    .mulres_real_15(mulres_real), 
    .mulres_img_15(mulres_img));
always @(posedge clk) begin
    out_valid_fft_delay <= out_valid_fft;
end
always @(posedge clk) begin
    in_valid_ifft <= out_valid_fft_delay;
end
always @(posedge clk) begin
    if (out_valid_fft_delay) begin
        in_xp_real_ifft <= mulres_real;
        in_xp_img_ifft <= mulres_img;
    end
    else begin
        in_xp_real_ifft <= 0;
        in_xp_img_ifft <= 0;        
    end
end
IFFT_256 ifft_256(
    .clk(clk_fft),
    .rst_n(rst_n_fft),
    .in_valid(in_valid_ifft),
    .x_real(in_xp_real_ifft),
    .x_img(in_xp_img_ifft),
    .y_real(out_yp_real_ifft),
    .y_img(out_yp_img_ifft),
    .out_valid(out_valid_ifft)
);
assign out_valid = out_valid_ifft;
assign y_real = out_yp_real_ifft;
assign y_img = out_yp_img_ifft;
endmodule
module MULT (
    multa_real, 
    multa_img,   
    multb_real, 
    multb_img,   
    mulres_real_15, 
    mulres_img_15
);
input signed [15:0] multa_real, multa_img;   
input signed [15:0] multb_real, multb_img;   
output signed [15:0] mulres_real_15, mulres_img_15;
wire signed [31:0] real_real, img_img, real_img, img_real;
wire signed [31:0] mulres_real_30, mulres_img_30;
assign real_real = multa_real * multb_real;   
assign img_img = multa_img * multb_img;   
assign real_img = multa_real * multb_img;   
assign img_real = multa_img * multb_real;   
assign mulres_real_30 = real_real - img_img;      
assign mulres_img_30 = real_img + img_real;      
assign mulres_real_15 = mulres_real_30 >>> 15;
assign mulres_img_15 = mulres_img_30 >>> 15;
endmodule
==> ./run.sh <==
#!/bin/bash
# OpenROAD 26Q1-2900-gdf79404cd8, Yosys 0.63+post, stock flow scripts
make -C /OpenROAD-flow-scripts/flow DESIGN_CONFIG=/design/flow/config.mk WORK_HOME=/design/flow/orfs finish
==> ./config.mk <==
export PLATFORM = sky130hd
export DESIGN_NAME = MULT
export DESIGN_NICKNAME = MULT
export VERILOG_FILES = /design/flow/design.v
export SDC_FILE = /design/flow/constraint.sdc
export NUM_CORES = 4
export LEC_CHECK = 1
export CORE_UTILIZATION = 30
==> ./constraint.sdc <==
current_design MULT

set clk_period 22.7
set clk_io_pct 0.2

create_clock -name clk0 -period $clk_period

set non_clock_inputs [all_inputs -no_clocks]
set_input_delay [expr $clk_period * $clk_io_pct] -clock clk0 $non_clock_inputs
set_output_delay [expr $clk_period * $clk_io_pct] -clock clk0 [all_outputs]
==> impl_metrics.py <==
# Auto-generated metrics
metrics = {
    "drt": {
        "post_drt_wl_per_cell_um": 15.4,
        "drt-pass1-iter-count": 5,
        "vias": 24900,
        "postRouteAntennaNets": 0,
        "detail_route.vias_per_cell": 4.35,
        "detail_route.drc_violations": 0,
        "total_wirelength_of_the_detailed_routed_design_um": 88200,
        "dr.first_iter.drc_count": 730,
    },
    "grt": {
        "grt_start_max_net_pins": 35,
        "grt_overflow_total": 0,
        "grt_use_total_pct": 15.7,
        "grt_antenna_before_repair": 1,
        "first_global_vias": 27600,
        "global_route_wire_length_before_repair_um": 149000,
    },
    "synth": {
        "synth.yosys.num_cells": 4094,
        "yosys_area_mm2": 0.0381,
        "synth_cell_types": 44,
        "netlist_top_cells_area": "fa_1, inv_1, ha_1",
        "syn_area_per_cell_um2": 9.31,
        "yosysTopAreaCellShare_pct": 58.8,
        "mapped_cells": 4094,
        "ys_warn_count": 0,
        "ys_seq_share_pct": 0,
        "netlist_area_mm2": 0.0381,
        "synth_top_cell_by_area": "fa_1",
    },
    "power_and_ir_drop": {
        "power.internal_uw": 13600,
        "irDropWorstVdd_uv": 2210,
        "cellPowerDensity_mw_per_mm2": 630,
        "netSwitchingFraction_pct": 47.2,
        "power_leakage_uw": 0.0208,
        "power_switching_uw": 12200,
    },
    "final_timing": {
        "post-route-period-util_pct": 78.8,
        "report.final.slew_viol_count": 0,
        "max_freq_mhz": 55.9,
        "timing_hold_violations_final": 0,
        "relSlewSlack_pct": 42.6,
        "worst_pin_slew_ns": 0.860,
        "finalSetupViolCount": 0,
        "setup_tns_ns": 0,
        "final.min_clock_period_ns": 17.89,
        "grt_setup_unrepaired": "false",
    },
    "finish": {
        "layout.area.seq_um2": 0,
        "layout.cells.most_common": "inv_1",
        "final_layout_top_logic_cells": "inv_1, fa_1, nand2_1",
        "layout.clock_buffers": 0,
        "count_of_sequential_standard_cells": 0,
        "flow.area_growth_from_synthesis_pct": 7.48,
        "post_layout_nonfiller_instances": 5723,
        "drive_gt1_share_pct": 1.92,
    },
    "placed_design": {
        "place_inst": 5720,
        "hpwlAfterDp_um": 69700,
        "gpl.final_weighted_congestion": 0.885,
        "numPortBuffers": 96,
    },
    "floorplan": {
        "initial_core_util_pct": 30.3,
        "fp.coreArea_mm2": 0.126,
        "number_of_i_o_pins": 96,
        "chip_width_um": 358,
        "floorplan.rows": 130,
        "die_ar_mm2": 0.128,
        "die_h_um": 358,
    },
    "run_status": {
        "outcome": "completed",
    },
    "setup_path": {
        "timing_worst_setup_path_type": "in -> out",
        "cp_data_arrival_time_ns": 13.35,
        "worstPathRequired_ns": 18.16,
        "crit_path_start_kind": "input port",
        "critical_path.endpoint_type": "output port",
        "timing.critical_path.fanout_max": 32,
    },
    "flow_run": {
        "maxCapViolations": 0,
        "log.warning_count": 35,
    },
    "clocking": {
        "post_cts.repair.setup_buffers": 0,
        "cts_hold_buffers": 0,
        "post_cts_resized": 0,
    },
    "hold_path": {
        "hp-class": "in -> out",
    },
}
worst max-delay path: stages:
cell             delay (ns)
clkdlybuf4s50_1        0.46
buf_4                  0.41
nand2_1                0.20
inv_1                  0.68
fa_1                   0.54
inv_1                  0.08
fa_1                   0.41
inv_1                  0.07
fa_1                   0.40
inv_1                  0.08
fa_1                   0.44
fa_1                   0.57
fa_1                   0.43
fa_1                   0.49
inv_1                  0.05
fa_1                   0.47
inv_1                  0.04
ha_1                   0.36
and3_1                 0.21
o2111ai_1              0.13
o21ai_0                0.47
buf_4                  0.25
o211a_1                0.17
nor2_1                 0.06
o21ai_0                0.49
a21o_1                 0.22
xnor2_1                0.12
clkdlybuf4s50_1        0.48
metrics by stage:
stage               instance area [µm²]  worst slack (ns)  hold WS [ns]  total power, µW  util [%]
floorplan                         38100              6.72          9.50            14500         -
global placement                  40900              4.62         10.97            27100      32.6
detailed placement                40900              4.60         10.95            27100      32.6
CTS                               40900              4.55         10.98            27200      32.6
global route                      40900              3.98         11.08            29900      32.6
finish                            41000              4.81         10.95            25800      32.6
cell type report:
class / instances / area (µm²)
fill: 12800 / 84800
multi-input combinational: 2668 / 32800
inverter: 1235 / 4640
tap: 1650 / 2060
timing repair buffer: 167 / 1490
antenna: 3 / 7.51
layer usage:
| layer | global-route usage (%) | share of wire (%) |
|---|---|---|
| met1 | 22.7 | 42 |
| met2 | 23.7 | 46 |
| met3 | 6.71 | 11 |
| met4 | 1.11 | 0.80 |
| met5 | 0.148 | 0.0091 |
cell families (layout without fill, tap and decap cells):
kind of cell / count (synthesis) / after routing / share of synthesized area [%]
compound gates: 82 / 82 / 1.50
xor+xnor: 89 / 89 / 2.05
fa+ha+maj: 1411 / 1411 / 68.4
buf+inv: 1426 / 1402 / 14.0
mux: 1 / 1 / 0.0263
other cells: 0 / 3 / 0
simple gates: 1085 / 1085 / 14.0
final timing paths:
| kind | cells after the start | endpoint | from |
|---|---|---|---|
| min | 8 | mulres_real_15[15] | multa_real[15] |
| max | 28 | mulres_real_15[15] | multb_img[0] |
synth_stat cells, drive strengths merged:
cell type / n
and3: 5
o21ai: 15
o211a: 2
o21ba: 1
xnor2: 69
nor2: 26
nand4b: 1
clkinv: 1
nor3: 12
a21oi: 24
mux2i: 1
o21a: 3
clkbuf: 191
o41ai: 1
a21boi: 2
and4: 1
a41o: 1
a31oi: 2
nand2: 549
a211oi: 3
xor2: 20
or3: 1
o211ai: 4
o22ai: 1
inv: 1234
ha: 292
a2111oi: 1
o21bai: 2
nand2b: 27
a41oi: 1
o2111ai: 1
and2: 424
a311oi: 4
or2: 1
fa: 1119
nor2b: 32
nand4: 3
a21o: 14
nand3: 3
power groups by stage:
| stage | clock network [µW] | logic [µW] | registers, µW |
|---|---|---|---|
| 4_1_cts | 0 | 27200 | 0 |
| 5_1_grt | 0 | 29900 | 0 |
Power figures rest on the tool's default switching activity, not on a simulated workload.
